--- flow/config.mk ---
export PLATFORM = sky130hd
export DESIGN_NAME = sine_gen2
export DESIGN_NICKNAME = sine_gen2
export VERILOG_FILES = /design/flow/design.v
export SDC_FILE = /design/flow/constraint.sdc
export NUM_CORES = 4
export LEC_CHECK = 1
export CORE_UTILIZATION = 30
--- flow/constraint.sdc ---
current_design sine_gen2

set clk_period 10.5
set clk_io_pct 0.2

create_clock -name clk0 -period $clk_period [get_ports {clk}]

set non_clock_inputs [all_inputs -no_clocks]
set_input_delay [expr $clk_period * $clk_io_pct] -clock clk0 $non_clock_inputs
set_output_delay [expr $clk_period * $clk_io_pct] -clock clk0 [all_outputs]
--- flow/design.v ---
module sine_gen2 (
    input  wire        clk,
    input  wire        reset,
    input  wire [31:0] phase_inc,
    output reg  [5:0]  ampl
);
    reg [4:0] sine_lut [0:63];
    integer i;
    initial begin
        for (i = 0; i < 64; i = i + 1)
            sine_lut[i] = $rtoi(31.0 * $sin(3.14159265358979 * i / 128.0) + 0.5);
    end
    reg [31:0] phase;
    always @(posedge clk or posedge reset) begin
        if (reset)
            phase <= 32'd0;
        else
            phase <= phase + phase_inc;    
    end
    wire [1:0] quadrant = phase[31:30];
    wire [5:0] idx      = phase[29:24];
    wire [5:0] lut_addr = (quadrant[0]) ? ~idx : idx;
    wire [4:0] lut_out  = sine_lut[lut_addr];
    always @(posedge clk or posedge reset) begin
        if (reset)
            ampl <= 8'd0;
        else
            ampl <= quadrant[1] ?  6'd32-{1'b0, lut_out}
                                :  {1'b0, lut_out}+6'd32;
    end
endmodule
--- flow/run.sh ---
#!/bin/bash
# OpenROAD 26Q1-2900-gdf79404cd8, Yosys 0.63+post, stock flow scripts
make -C /OpenROAD-flow-scripts/flow DESIGN_CONFIG=/design/flow/config.mk WORK_HOME=/design/flow/orfs finish
==> metrics.yaml <==
setup_path:
  cpPeakStageDelay_ns: 0.40
  arrival_ns: 4.61
  critPathMaxFanout: 3
  crit_path_start_kind: "input pin"
  endpoint_kind: "register"
  crit_type: "in -> reg"
  cp_data_required_time_ns: 10.66
  critPathSlowestCell: "clkdlybuf4s50_1"
  critPathTopFamily: "AND-OR/OR-AND gates"
  crit_chain: "clkdlybuf4s50_1, ha_1, fa_1, a21o_1, a311oi_1, o311ai_1, a21oi_1, o31a_1, o21bai_1, xor2_1"
  reg2reg_slack_ns: 7.54
  path_buffers: 1
drt:
  vias: 3082
  wl_um: 8010
  drc_errors: 0
  wire_per_inst_um: 13.7
  dr.pass1.iters: 4
  ant_nets: 0
  diodes: 0
  dr.first_iter.drc_count: 255
  vias_per_cell: 5.26
synth:
  ys_seq_share_pct: 27.3
  synthFlopType: "dfrtp_1"
  synthCells: 414
  synth-edff-count: 0
  ys_area_um2: 3490
  synth_area_per_cell_um2: 8.42
  ys_cells: 414
  netlist-cell-type-count: 59
  syn_area_um2: 3490
  synthArstFlopShare_pct: 100
  synth-seq-cells: 38
  yosys_warnings: 1
finish:
  regArea_um2: 951
  nFillCells: 1136
  layout_top_cell: "a21oi_1"
  stdcell_area_um2: 4170
  drive_gt1_share_pct: 4.29
  areaGrowthSynthToFinish_pct: 19.5
  lay_top_cells: "a21oi_1 (42), clkdlybuf4s50_1 (39), dfrtp_1 (38)"
  multiInputGateArea_um2: 2370
final_timing:
  finalSetupTns_ns: 0
  fin_crit_sh_pct: 42.4
  timing.final.ws_setup_ns: 6.05
  slew_headroom_pct: 40.0
  skew_ns: 0.00396
  period_needed_ns: 4.45
  rsz0062_at_grt: "false"
  hold_viol_final: 0
  drv_slew: 0
  finalSetupViolCount: 0
  fmax_ghz: 0.225
  worstMarginPinSlew_ns: 0.899
global_routing:
  grt_use_total_pct: 14.5
  antenna_found_initial: 0
  grt_max_degree: 39
  grt_pass1_wl_um: 13800
  grt.overflow.total: 0
  grt_pass1_vias: 2886
floorplan:
  die_h_um: 110
  fp.dieW_um: 110
  dieArea_um2: 12100
  coreArea_um2: 11400
  ios: 40
  num_rows: 39
  fp_util_pct: 30.7
placement:
  io_buffers: 39
  place_congestion: 0.925
  dpl.hpwl_um: 6060
  post-place-ws_ns: 5.76
  dpl-instance-area_um2: 3970
clock_network:
  postCtsSetupBuffers: 0
  hold_buffers: 0
  cts_max_level: 2
  tritoncts: "yes"
  cts_root_buffer: "clkbuf_16"
  cts_buffers: 5
  worstSkewPairLatency_ns: 0.28
  clockBufferDepth: 2
  cts_num_sinks: 38
  cts_resized: 0
  path_clk_slew_ns: 0.06
pwr:
  comb_power_share_pct: 65.8
  power_frac_clock_pct: 13.3
  internal-power_w: 0.000824
  leakagePower_nw: 1.75
  pwr_density_cell_nw_per_um2: 361
  peakVddDrop_v: 0.000127
  pwr-share-seq_pct: 20.9
  switchingPower_w: 0.000680
  switching_share_pct: 45.2
run:
  warning_count: 27
  maxCapViolations: 0
status:
  outcome: "finished, final reports clean"
min_path:
  hp-class: "reg -> reg"
[state kept, by name, summed over array words and instances (netlist names)]
register,cells
phase,32
ampl,6
[power groups by stage]
stage | clock network, W | logic, W | registers, W
4_1_cts | 0.000208 | 0.000990 | 0.000315
5_1_grt | 0.000213 | 0.00112 | 0.000328
6_report | 0.000200 | 0.000989 | 0.000315
[metal layers]
layer  track usage [%]  share of wire (%)  up-vias
li1                  -                  -     1583
met1              22.3                 48     1435
met2              23.1                 47       59
met3              1.63                4.3        5
met4              1.14               0.74        0
met5                 0                  0        -
[logic make-up after synthesis]
logic type      count (synthesis)  share of synthesized area (%)
simple gates                  117                           17.2
fa+ha+maj                      36                           13.1
buf+inv                        37                           4.88
flops                          38                           27.3
compound gates                146                           27.4
xor+xnor                       38                           9.54
mux                             2                          0.574
[Yosys cell counts, types with 5 or more instances]
master    instances  area share (%)
ha_1             35              13
a21oi_1          42             6.0
buf_2             7             1.0
dfrtp_1          38              27
o21ai_0          30             4.3
nand2b_1         10             1.8
a21o_1            9             1.9
nor3_1            9             1.3
nor2b_1           6             1.1
clkbuf_1         10             1.1
nand2_1          35             3.8
nand4_1           7             1.3
xnor2_1          22             5.5
o22ai_1           6             1.1
and3_1            5            0.90
a31oi_1          10             1.8
o21bai_1          6             1.3
xor2_1           16             4.0
inv_1            16             1.7
nor2_1           20             2.2
nand3_1           7             1.0
[final cells by class]
type | instances | share of cell area (%)
Inverter | 16 | 1.44
Multi-Input combinational cell | 339 | 56.8
Sequential cell | 38 | 22.8
Clock buffer | 6 | 3.33
Tap cell | 143 | 4.29
Clock inverter | 2 | 1.44
Timing Repair Buffer | 42 | 9.91
[worst reg2reg max path, delay by kind of cell, from the launching register on]
family	cells	cell delay [ns]
simple gates	1	0.10
compound gates	5	1.25
flops	1	0.93
xor+xnor	1	0.11
fa+ha+maj	1	0.45
[path summary, 6_finish.rpt]
path,from,end,cells after the start
max in group asynchronous,reset,phase[22]$_DFF_PP0_,3
hold / removal,phase[0]$_DFF_PP0_,phase[0]$_DFF_PP0_,1
hold reg to reg,phase[0]$_DFF_PP0_,phase[0]$_DFF_PP0_,1
setup / recovery,phase_inc[0],phase[28]$_DFF_PP0_,10
min in group asynchronous,reset,ampl[0]$_DFF_PP0_,3
setup reg to reg,phase[26]$_DFF_PP0_,phase[31]$_DFF_PP0_,8
[through the flow]
stage | util, % | power [W] | hold slack [ns] | cells
after floorplan | - | 0.00110 | 0.443 | 414
after global placement | 34.9 | 0.00129 | 0.454 | 578
after detailed placement | 34.9 | 0.00130 | 0.461 | 578
after CTS | 36.7 | 0.00151 | 0.475 | 586
after global routing | 36.7 | 0.00166 | 0.508 | 586
final | 36.7 | 0.00150 | 0.471 | 586
Power is estimated from default activity; no workload was simulated.
