$ cat flow/config.mk
export PLATFORM = sky130hd
export DESIGN_NAME = rams_sp_wf
export DESIGN_NICKNAME = rams_sp_wf
export VERILOG_FILES = /design/flow/design.v
export SDC_FILE = /design/flow/constraint.sdc
export NUM_CORES = 4
export LEC_CHECK = 1
export CORE_UTILIZATION = 50
export SYNTH_MEMORY_MAX_BITS = 65536
$ cat flow/run.sh
#!/bin/bash
# OpenROAD 26Q1-2900-gdf79404cd8, Yosys 0.63+post, stock flow scripts
make -C /OpenROAD-flow-scripts/flow DESIGN_CONFIG=/design/flow/config.mk WORK_HOME=/design/flow/orfs finish
$ cat flow/design.v
module rams_sp_wf (clk, we, en, addr, di, dout);
   input clk;
   input we;
   input en;
   input [9:0] addr;
   input [7:0]	di;
   output [7:0] dout;
   reg [7:0]	 RAM [1023:0];
   reg [7:0]	 dout;
   always @(posedge clk)
     begin
	if (en)
	  begin
	     if (we)
	       begin
		  RAM[addr] <= di;
		  dout <= di;
	       end
	     else
	       dout <= RAM[addr];
	  end
     end
      integer i;
      initial begin
         for (i = 0; i < 1024; i = i + 1) begin
            RAM[i] = 8'h00;
         end
      end
endmodule
$ cat flow/constraint.sdc
current_design rams_sp_wf

set clk_period 38.0
set clk_io_pct 0.2

create_clock -name clk0 -period $clk_period [get_ports {clk}]

set non_clock_inputs [all_inputs -no_clocks]
set_input_delay [expr $clk_period * $clk_io_pct] -clock clk0 $non_clock_inputs
set_output_delay [expr $clk_period * $clk_io_pct] -clock clk0 [all_outputs]
==> impl_metrics.xml <==
<?xml version="1.0" encoding="UTF-8"?>
<metrics>
  <group name="final_timing">
    <metric name="fin_setup_tns" unit="ps">0</metric>
    <metric name="grt_setup_unrepaired" unit="">no</metric>
    <metric name="timing_max_transition_violations_final" unit="">0</metric>
    <metric name="fin_hold_ws" unit="ps">1180</metric>
    <metric name="timing.final.crit_share" unit="%">39.3</metric>
    <metric name="setup-violations-final" unit="">0</metric>
    <metric name="hold_violations" unit="">0</metric>
    <metric name="timing.fmax" unit="GHz">0.0670</metric>
    <metric name="worst_pin_slew" unit="ps">1410</metric>
    <metric name="timing.max_slew.rel_slack" unit="%">5.22</metric>
    <metric name="clock_skew_after_layout" unit="ps">41.8</metric>
    <metric name="fin_crit" unit="ps">14930</metric>
  </group>
  <group name="yosys">
    <metric name="yosysWarningCount" unit="">1</metric>
    <metric name="async_flop_share" unit="%">0</metric>
    <metric name="yosysTopAreaCell" unit="">sky130_fd_sc_hd__edfxtp_1</metric>
    <metric name="syn-instance-count" unit="">15300</metric>
    <metric name="yosys.stat.chipArea" unit="um^2">315000</metric>
    <metric name="edf_count" unit="">8200</metric>
    <metric name="netlist-cell-type-count" unit="">67</metric>
    <metric name="postSynthRegisterBits" unit="">8200</metric>
    <metric name="synth.area.top_cells" unit="">sky130_fd_sc_hd__edfxtp_1 (78%), sky130_fd_sc_hd__mux4_2 (9.7%), sky130_fd_sc_hd__mux2i_1 (4.7%), sky130_fd_sc_hd__nor2_1 (1.3%), sky130_fd_sc_hd__o22ai_1 (1.3%)</metric>
    <metric name="yosys-stat-cells" unit="">15300</metric>
    <metric name="ys.flop_type" unit="">sky130_fd_sc_hd__edfxtp_1</metric>
    <metric name="post-synth-top-count-cell" unit="">sky130_fd_sc_hd__edfxtp_1</metric>
    <metric name="ys_seq_share" unit="%">78.3</metric>
    <metric name="postSynthAreaPerCell" unit="um^2">20.5</metric>
    <metric name="synth_top_area_share" unit="%">78.3</metric>
    <metric name="syn_area" unit="um^2">315000</metric>
    <metric name="yosys-top-cells-count" unit="">sky130_fd_sc_hd__edfxtp_1 (8200), sky130_fd_sc_hd__mux2i_1 (1466), sky130_fd_sc_hd__mux4_2 (1357), sky130_fd_sc_hd__nor2_1 (1128), sky130_fd_sc_hd__o22ai_1 (653)</metric>
  </group>
  <group name="setup_path">
    <metric name="worstSetupPathType" unit="">in2reg</metric>
    <metric name="worst-endpoint-required" unit="ps">38840</metric>
    <metric name="crit_path_top_delay_cell" unit="">sky130_fd_sc_hd__a2111oi_2</metric>
    <metric name="crit_path_end_kind" unit="">flip-flop</metric>
    <metric name="path_common_cell" unit="">sky130_fd_sc_hd__buf_4</metric>
    <metric name="timing.critical_path.depth" unit="">17</metric>
    <metric name="path_delay_family" unit="">buffers and inverters</metric>
    <metric name="start_kind" unit="">input pin</metric>
    <metric name="critical_path_buf_inv_count" unit="">9</metric>
    <metric name="critPathArrivalTime" unit="ps">15770</metric>
    <metric name="cp_cell_sequence" unit="">buf_16 -&gt; buf_4 -&gt; buf_4 -&gt; buf_4 -&gt; buf_4 -&gt; buf_4 -&gt; buf_4 -&gt; buf_4 -&gt; mux2i_1 -&gt; o22ai_1 -&gt; nor4_1 -&gt; buf_4 -&gt; a31oi_1 -&gt; nor4_1 -&gt; nand2_1 -&gt; a2111oi_2 -&gt; a31oi_1</metric>
    <metric name="slowest_delay" unit="ps">980</metric>
    <metric name="crit_path_max_fanout" unit="">88</metric>
    <metric name="reg2regPathDepth" unit="">9</metric>
  </group>
  <group name="clock_network">
    <metric name="clock_tree.htree_level_count" unit="">6</metric>
    <metric name="clk_pin_slew_worst_paths" unit="ps">60</metric>
    <metric name="cts_resized" unit="">0</metric>
    <metric name="numCtsBuffers" unit="">813</metric>
    <metric name="cts.sink_count" unit="">8200</metric>
    <metric name="tritoncts_clock_tree" unit="">built</metric>
    <metric name="cts_post_setup_buffers_inserted" unit="">0</metric>
    <metric name="cts-root-buf" unit="">sky130_fd_sc_hd__clkbuf_16</metric>
    <metric name="clock_insertion_delay_worst_skew" unit="ps">1150</metric>
    <metric name="maximum_buffer_depth_of_the_clock_tree" unit="">4</metric>
    <metric name="cts_hold_buffers" unit="">0</metric>
  </group>
  <group name="layout">
    <metric name="syn2layout_area_growth" unit="%">12.2</metric>
    <metric name="layout-drive-gt1-share" unit="%">20.4</metric>
    <metric name="layout.area.seq" unit="um^2">246000</metric>
    <metric name="filler_cell_count" unit="">45500</metric>
    <metric name="mi_logic_area" unit="um^2">63900</metric>
  </group>
  <group name="placed_design">
    <metric name="finalWeightedCongestion" unit="">0.929</metric>
    <metric name="place_hpwl" unit="um">596000</metric>
    <metric name="numPortBuffers" unit="">28</metric>
  </group>
  <group name="flow_run">
    <metric name="number_of_openroad_warnings" unit="">42</metric>
    <metric name="cap_violations" unit="">0</metric>
  </group>
  <group name="route">
    <metric name="dr_total_vias" unit="">158000</metric>
    <metric name="first_pass_iters" unit="">6</metric>
    <metric name="antenna_violating_nets_left" unit="">0</metric>
    <metric name="postRouteWirelength" unit="um">954000</metric>
    <metric name="post-route-drc-count" unit="">0</metric>
    <metric name="drtIter0Drc" unit="">11400</metric>
    <metric name="route.detailed.wl_per_inst" unit="um">38.0</metric>
    <metric name="routed_via_density" unit="">6.30</metric>
  </group>
  <group name="min_path">
    <metric name="min_path_type" unit="">reg2reg</metric>
    <metric name="min_path_cells" unit="">5</metric>
  </group>
  <group name="status">
    <metric name="status" unit="">finished clean</metric>
  </group>
  <group name="power_and_ir_drop">
    <metric name="power_leakage" unit="nW">112</metric>
    <metric name="power.density_cell_area" unit="nW/um^2">52.3</metric>
    <metric name="ir_worst_vdd" unit="uV">49.5</metric>
  </group>
  <group name="floorplan">
    <metric name="floorplan.rows" unit="">290</metric>
    <metric name="dieArea" unit="um^2">632000</metric>
    <metric name="initCoreUtil" unit="%">50.3</metric>
    <metric name="die.size.x" unit="um">795</metric>
    <metric name="fp.dieH" unit="um">795</metric>
    <metric name="pin_count" unit="">29</metric>
    <metric name="placeableCoreArea" unit="um^2">625000</metric>
  </group>
  <group name="global_routing">
    <metric name="grt.overflow.total" unit="">0</metric>
    <metric name="grtUsageTotal" unit="%">34.3</metric>
    <metric name="pin_count_of_the_biggest_net_entering_global_routing" unit="">138</metric>
    <metric name="grt_pass1_vias" unit="">171000</metric>
    <metric name="wire_length_of_the_first_global_routing_pass" unit="um">1320000</metric>
    <metric name="grt_antenna_before_repair" unit="">76</metric>
  </group>
</metrics>
==> final cells by class <==
class                      instances  area share (%)
antenna                           88          0.0624
tap                             8322            2.95
clock buffer                    1018            6.06
multi-input combinational       6124            18.1
inverter                           4         0.00744
timing repair buffer             905            2.05
sequential                      8200            69.7
clock inverter                   475            1.05
==> report_power, final <==
part           internal [mW]  switching (mW)
sequential              9.95         0.00533
combinational          0.254           0.595
clock                   4.27            3.37
total                   14.5            3.98
==> state kept, by name, indices dropped and copies added (netlist names) <==
name,flops
RAM,8192
dout,8
==> per-stage QoR <==
stage	util [%]	total power, mW	std cells	cell area, um^2	setup slack (ps)
finish	56.5	18.5	25100	353000	23070
global route	56.5	18.9	25100	353000	22830
CTS	56.4	18.5	25000	353000	23220
detailed placement	52.4	11.0	23600	328000	21980
global placement	52.4	11.0	23600	328000	21840
floorplan	-	10.5	15300	315000	27510
==> cells in the final DEF, fill, tap and decap left out, types with 120 or more instances in the layout <==
master,count
sky130_fd_sc_hd__clkinv_1,241
sky130_fd_sc_hd__buf_4,852
sky130_fd_sc_hd__edfxtp_1,8200
sky130_fd_sc_hd__a22oi_1,413
sky130_fd_sc_hd__o22ai_1,653
sky130_fd_sc_hd__clkbuf_1,192
sky130_fd_sc_hd__mux4_2,1357
sky130_fd_sc_hd__nor2_1,1122
sky130_fd_sc_hd__nor3_1,120
sky130_fd_sc_hd__mux2i_1,1466
sky130_fd_sc_hd__clkbuf_16,826
sky130_fd_sc_hd__nand2_1,145
sky130_fd_sc_hd__clkinv_2,139
==> worst reg2reg max path, stage by stage (launching register included) <==
cell and delay (ps):
sky130_fd_sc_hd__edfxtp_1 360, sky130_fd_sc_hd__mux4_2 490, sky130_fd_sc_hd__a22o_1 270, sky130_fd_sc_hd__a221oi_1 420, sky130_fd_sc_hd__nand4_1 500, sky130_fd_sc_hd__o21ai_0 640
sky130_fd_sc_hd__o22ai_1 200, sky130_fd_sc_hd__buf_4 220, sky130_fd_sc_hd__a2111oi_2 970, sky130_fd_sc_hd__a31oi_1 170
==> path summary, 6_finish.rpt <==
kind	start	to	slack, ps
worst max-delay path	addr[1]	dout[5]	23070
worst min-delay path	RAM[816][5]	dout[5]	1180
worst max register to register	RAM[244][5]	dout[5]	33490
worst min register to register	RAM[816][5]	dout[5]	1180
==> cells by family (layout without fill, tap and decap cells) <==
| logic type | after synthesis | count (layout) | synth area share [%] |
|---|---|---|---|
| other | 0 | 88 | 0 |
| and+or+nand+nor | 1800 | 1800 | 2.50 |
| AOI/OAI and AO/OA | 1499 | 1499 | 3.25 |
| muxes | 2825 | 2825 | 14.4 |
| buffers and inverters | 1006 | 2402 | 1.60 |
| DFF | 8200 | 8200 | 78.3 |
==> routing by layer <==
layer | part of all wire [%] | GRT usage (%) | wire [um] | vias up
met1 | 29 | 41.7 | 280000 | 80300
met4 | 5.0 | 12.8 | 48000 | 164
li1 | - | - | - | 65400
met2 | 45 | 45.8 | 428000 | 10500
met5 | 0.22 | 1.65 | 2080 | -
met3 | 21 | 30.0 | 196000 | 2003
Power figures rest on the tool's default switching activity, not on a simulated workload.
