===== design/flow/config.mk =====
export PLATFORM = sky130hd
export DESIGN_NAME = read_music
export DESIGN_NICKNAME = read_music
export VERILOG_FILES = /design/flow/design.v
export SDC_FILE = /design/flow/constraint.sdc
export NUM_CORES = 4
export LEC_CHECK = 1
export CORE_AREA = 10 10 114 114
export DIE_AREA = 0 0 124 124

===== design/flow/design.v =====
`timescale 1ns / 1ps
module read_music (
    input [7:0] note,
    input [7:0] octave,
    output reg [31:0] freq
);
  wire [3:0] octave_shift;
  assign octave_shift = 9 - (octave - "0");
  always @(*) begin
    freq = 0;   
    case (note)
      "C": freq = 179788 >> octave_shift;
      "d": freq = 190478 >> octave_shift;
      "D": freq = 201805 >> octave_shift;
      "e": freq = 213805 >> octave_shift;
      "E": freq = 226518 >> octave_shift;
      "F": freq = 239988 >> octave_shift;
      "g": freq = 254258 >> octave_shift;
      "G": freq = 269377 >> octave_shift;
      "a": freq = 285395 >> octave_shift;
      "A": freq = 302366 >> octave_shift;
      "b": freq = 320345 >> octave_shift;
      "B": freq = 339394 >> octave_shift;
      default: freq = 0;   
    endcase
  end
endmodule

===== design/flow/run.sh =====
#!/bin/bash
# OpenROAD 26Q1-2900-gdf79404cd8, Yosys 0.63+post, stock flow scripts
make -C /OpenROAD-flow-scripts/flow DESIGN_CONFIG=/design/flow/config.mk WORK_HOME=/design/flow/orfs finish

===== design/flow/constraint.sdc =====
current_design read_music

set clk_period 4.3
set clk_io_pct 0.2

create_clock -name clk0 -period $clk_period

set non_clock_inputs [all_inputs -no_clocks]
set_input_delay [expr $clk_period * $clk_io_pct] -clock clk0 $non_clock_inputs
set_output_delay [expr $clk_period * $clk_io_pct] -clock clk0 [all_outputs]

==> reports/qor.yml <==
slew_viol_final: 0
drt-initial-drc-count: 487
met3_length_mm: 1.27
setup_viol: 0
ys_seq_share: 0
cap_violations: 0
seq_cells: 0
wl_mm: 10.4
nClkBuffers: 0
start_kind: "input port"
synth_cell_types: 73
ctsHoldBuffers: 0
crit_type: "input port to output pin"
p_per_area_nw_per_um2: 97.5
row_count: 37
cp.arrival_ns: 3.37
dieArea_sq_um: 15400
gp_congestion: 0.979
grt_start_max_net_pins: 33
period_used_share: 0.983
fin_cells: 566
peakVddDrop_v: 0.0000398
warnings: 37
leakage_nw: 1.33
ioPinCount: 48
outcome: "finished, final reports clean"
dieWidth_microns: 124
ys_cells: 354
syn2layout_area_growth_pct: 53.6
wl_met1_mm: 4.31
n_fill_cell: 1069
worstPathMaxFanout: 6
crit_path_end_kind: "output pin"
antenna_found_initial: 0
remaining_drc_errors: 0
setup_tns_ns: 0
syn-cell-area_sq_um: 2240
vias_per_cell: 5.82
tightest_slew_ns: 0.582
final-hold-violation-count: 0
seq_area_sq_um: 0
holdCritPathClass: "input port to output pin"
postRouteAntennaNets: 0
grt_usage: 0.122
core_area_sq_um: 10400
hpwl_mm: 7.46
syn-instance-count: 354
cp.required_ns: 3.44
vias: 3294
rsz0062_at_grt: "false"
grt_pass1_wl_mm: 15.3
fp_util: 0.215
highest_layer: "met4"
die_h_microns: 124
yosysWarnings: 1
clock.fmax_ghz: 0.237
routedWlPerCell_microns: 18.4
fin_crit_ns: 4.23
utilization: 0.331
dp.cells: 554
dr.pass1.iters: 5
wl_met2_mm: 4.55
insertedDiodeCount: 0
slew_headroom: 0.609
overflow: 0
port_buffers: 31
grt_pass1_vias: 2924
syn_area_per_cell_sq_um: 6.34
final_layout_size_suffix_gt1_frac: 0.307
power_w: 0.000336
ys_chip_area_sq_um: 2240
## timing repair
action                                  CTS  global route
cloned                                    1             3
setup buffers                             2             6
gates resized                            18            35
endpoints found under the setup margin    9            15
pin swaps                                 4             7
## cells in the mapped netlist, types with 4 or more instances
library cell  number  share of area
a21o_1             4          0.013
o211ai_1           7          0.023
a32o_1             4          0.018
nand4b_1           4          0.016
nand2_1           25          0.042
and2_1             4          0.011
a211o_1            4          0.016
o21ai_1            4         0.0089
o22ai_1            7          0.020
a21oi_1           29          0.065
o31ai_1            4          0.013
buf_6              4          0.020
a31oi_1           11          0.031
a32oi_1            4          0.016
o221ai_1           8          0.031
buf_4             15          0.050
a311oi_1           4          0.016
nand3b_1           5          0.017
nor3_1             5          0.011
o21ai_0           18          0.040
buf_2             18          0.040
inv_1              6          0.010
clkbuf_1          15          0.025
o21a_1             4          0.013
nand2b_1          15          0.042
nor2b_1            8          0.022
nor4_1             5          0.014
nor2_1            23          0.038
nand3_1           15          0.033
## placed cells by master (no fill, tap or decap), types with 6 or more instances in the layout
cell type	netlist	layout
o221ai_1	8	8
dlymetal6s2s_1	0	8
o211ai_1	7	7
a31oi_1	11	9
a21oi_1	29	26
buf_4	15	72
o21ai_0	18	18
o22ai_1	7	6
clkdlybuf4s50_1	0	21
conb_1	1	13
nand2b_1	15	15
nand2_1	25	22
nor2b_1	8	6
nor2_1	23	23
nand3_1	15	15
## final timing paths
check             startpoint      end  slack [ns]  cells after the start
setup / recovery     note[7]  freq[5]        0.07                      7
hold / removal       note[4]  freq[9]        2.71                      5
## through the flow
step,instance area (sq um),setup slack [ns],hold slack [ns]
floorplan,2290,0.539,1.92
global placement,3070,-0.153,3.02
detailed placement,3070,-0.0957,3.03
CTS,3170,-0.0203,2.81
global route,3450,0.0376,2.73
finish,3450,0.0749,2.71
## final cells by class
type | count | area, sq um | share of cell area
Tap cell | 136 | 170 | 0.0493
Multi-Input combinational cell | 306 | 2140 | 0.622
Inverter | 8 | 30.0 | 0.00871
Timing Repair Buffer | 116 | 1100 | 0.320
## cell families (layout without fill, tap and decap cells)
| family | Yosys count | after routing | share of synthesized area |
|---|---|---|---|
| other cells | 1 | 13 | 0.00167 |
| simple gates | 137 | 138 | 0.353 |
| compound gates | 144 | 144 | 0.447 |
| fa+ha+maj | 1 | 1 | 0.00557 |
| mux | 4 | 4 | 0.0184 |
| buf+inv | 61 | 124 | 0.150 |
| xor+xnor | 6 | 6 | 0.0234 |
## power breakdown
part	switching, W	total (W)	internal, W
Sequential	0	0	0
Combinational	0.000185	0.000336	0.000151
Clock	0	0	0
Total	0.000185	0.000336	0.000151
## worst max-delay path, stage by stage
cell and delay, ns:
dlygate4sd2_1 0.29, or4b_4 0.64, or4_4 0.65, nor2_4 0.17, and3_1 0.17, a211o_1 0.11
clkdlybuf4s50_1 0.46
## metal layers
metal | up-vias | GRT usage
met5 | - | 0
met4 | 0 | 0.0209
met3 | 24 | 0.0257
met2 | 215 | 0.187
met1 | 1554 | 0.174
li1 | 1501 | -
Power is estimated from default activity; no workload was simulated.
